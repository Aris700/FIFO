<file path="design/flow/config.mk">
export PLATFORM = sky130hd
export DESIGN_NAME = asynchronous_fifo
export DESIGN_NICKNAME = asynchronous_fifo
export VERILOG_FILES = /design/flow/design.v
export SDC_FILE = /design/flow/constraint.sdc
export NUM_CORES = 4
export LEC_CHECK = 1
export CORE_UTILIZATION = 50
</file>
<file path="design/flow/constraint.sdc">
current_design asynchronous_fifo

set clk_period 5.2
set clk_io_pct 0.2

create_clock -name clk0 -period $clk_period [get_ports {read_clk}]
create_clock -name clk1 -period $clk_period [get_ports {write_clk}]

set non_clock_inputs [all_inputs -no_clocks]
set_input_delay [expr $clk_period * $clk_io_pct] -clock clk0 $non_clock_inputs
set_output_delay [expr $clk_period * $clk_io_pct] -clock clk0 [all_outputs]
</file>
<file path="design/flow/design.v">
module asynchronous_fifo(
    write_clk, write_rst, write_enable, 
    read_clk, read_rst, read_enable, 
    fifo_full, fifo_empty, write_data, read_data
);
parameter addr_width = 4;
parameter data_width = 8;
parameter fifo_depth = 2**addr_width;
input write_clk, read_clk, write_rst, read_rst;
input write_enable, read_enable;
input [data_width-1:0] write_data;
output [data_width-1:0] read_data;
output fifo_full, fifo_empty;
reg [data_width-1:0] fifo_mem[fifo_depth-1:0];
reg [addr_width:0] write_ptr, read_ptr;
wire [addr_width:0] write_ptr_gray, read_ptr_gray;
reg [addr_width:0] write_ptr_gray_sync1, write_ptr_gray_sync2;
reg [addr_width:0] read_ptr_gray_sync1, read_ptr_gray_sync2;
wire [addr_width:0] write_ptr_sync, read_ptr_sync;
always @(posedge write_clk or negedge write_rst) begin
    if (~write_rst)
        write_ptr <= 5'b00000;
    else if (~fifo_full & write_enable) begin
        fifo_mem[write_ptr[addr_width-1:0]] <= write_data;
        write_ptr <= write_ptr + 1;
    end
end
assign read_data = fifo_mem[read_ptr[addr_width-1:0]];
always @(posedge read_clk or negedge read_rst) begin
    if (~read_rst)
        read_ptr <= 5'b00000;
    else if (~fifo_empty & read_enable)
        read_ptr <= read_ptr + 1;
end
assign write_ptr_gray = write_ptr ^ (write_ptr >> 1);
assign read_ptr_gray = read_ptr ^ (read_ptr >> 1);
always @(posedge write_clk) begin
    if (~write_rst) begin
        read_ptr_gray_sync1 <= 5'b00000;
        read_ptr_gray_sync2 <= 5'b00000;
    end else begin
        read_ptr_gray_sync1 <= read_ptr_gray;
        read_ptr_gray_sync2 <= read_ptr_gray_sync1;
    end
end
always @(posedge read_clk) begin
    if (~read_rst) begin
        write_ptr_gray_sync1 <= 5'b00000;
        write_ptr_gray_sync2 <= 5'b00000;
    end else begin
        write_ptr_gray_sync1 <= write_ptr_gray;
        write_ptr_gray_sync2 <= write_ptr_gray_sync1;
    end
end
assign write_ptr_sync = write_ptr_gray_sync2 ^ (write_ptr_gray_sync2 >> 1) ^ (write_ptr_gray_sync2 >> 2) ^ (write_ptr_gray_sync2 >> 3);
assign read_ptr_sync = read_ptr_gray_sync2 ^ (read_ptr_gray_sync2 >> 1) ^ (read_ptr_gray_sync2 >> 2) ^ (read_ptr_gray_sync2 >> 3);
assign fifo_full = ((write_ptr[addr_width-1:0] == read_ptr_sync[addr_width-1:0]) && 
                    (write_ptr[addr_width] ^ read_ptr_sync[addr_width]));
assign fifo_empty = ((read_ptr[addr_width-1:0] == write_ptr_sync[addr_width-1:0]) && 
                     (~(read_ptr[addr_width] ^ write_ptr_sync[addr_width])));
endmodule
</file>
<file path="design/flow/run.sh">
#!/bin/bash
# OpenROAD 26Q1-2900-gdf79404cd8, Yosys 0.63+post, stock flow scripts
make -C /OpenROAD-flow-scripts/flow DESIGN_CONFIG=/design/flow/config.mk WORK_HOME=/design/flow/orfs finish
</file>
==> run_results.csv <==
group,metric,value,unit
job,max_cap_viol_count,0,
grt,maximum_number_of_pins_on_one_net_before_global_route_repair,29,
floorplanning,fp.dieH,114,um
synthesis,postSynthAreaPerCell,15.3,um^2
synthesis,dominantRegCellSynth,"edfxtp_1",
floorplanning,initial_utilization,51.9,%
synthesis,synth.distinct_cells,48,
floorplanning,boundaryPins,24,
hold_path,hold_crit_path_type,"reg -> reg",
pwr,power_per_cell_area,563,mW/mm^2
synthesis,post_synthesis_cell_area,0.00631,mm^2
cts,tritoncts_num_sinks,158,
route,length_of_the_first_detailed_routing_pass_in_iterations,5,
setup_path,critical_path_class,"reg -> out",
setup_path,dominant_delay_contributor_by_cell_family_on_the_critical_path,"buffers and inverters",
final_timing,slew_headroom,43.9,%
place,pre_cts_ws,1.24,ns
place,dp_hpwl,7760,um
synthesis,synth.ff_latch_count,158,
finish,layout-drive-gt1-share,12.4,%
route,drtAntennaViolNets,0,
grt,gr-usage-all-layers,23.8,%
floorplanning,row_count,40,
synthesis,synth_async_sr_flop_share,6.33,%
floorplanning,floorplan.die.width,114,um
setup_path,sum_of_buffers_and_inverters_on_the_critical_path,3,
setup_path,crit_fanout,28,
setup_path,worst_ep_required_time,4.16,ns
setup_path,cpPeakStageDelay,0.52,ns
route,route.vias.total,3651,
final_timing,worst_pin_slew,0.842,ns
synthesis,syn-instance-count,413,
final_timing,report.final.hold_viol_count,0,
place,dpl_cell_area,0.00682,mm^2
cts,cts.reportedPaths.clkPinSlew,0.05,ns
grt,grt.overflow.total,0,
synthesis,enable_flop_cells,128,
setup_path,crit_path_cell_trace,"inv_1, ha_1, buf_4, or3_1, o32a_1, a21oi_2, mux2_2, clkdlybuf4s50_1",
pwr,total_power_after_layout,4.18,mW
grt,grt_pass1_vias,3623,
cts,holdBufCountCts,0,
cts,tritoncts,"done",
route,drt_iter0_markers,292,
finish,layout.cells.non_filler,637,
finish,postLayoutCellArea,0.00743,mm^2
floorplanning,floorplan.core_area,0.0122,mm^2
grt,grt_pass1_wl,20400,um
route,drc_violations_left,0,
pwr,ir_drop,333,uV
status,run_status,"completed",
synthesis,yosys.stat.chipArea,0.00631,mm^2
final_timing,rsz0062_at_grt,"false",
route,detail_route.antenna_diodes,0,
cts,post_cts_resized,0,
route,wl_per_cell,21.0,um
final_timing,setup_viol,0,
setup_path,critical_path_endpoint_category,"output port",
synthesis,ys_warn_count,2,
cts,cts_setup_buffers,0,
place,placed_cells,604,
synthesis,ys_seq_share,71.2,%
job,log.warning_count,38,
final_timing,final.setup_skew,0.00471,ns
finish,area_growth_syn_to_layout,17.8,%
setup_path,crit_arrival,3.18,ns
place,place_congestion,0.847,
final_timing,finalSetupTns,0,ns
floorplanning,dieArea,0.0131,mm^2
final_timing,final.setup.worst_slack,0.980,ns
setup_path,worstSetupStartpointType,"register",
pwr,total_leakage_power,2.67,nW
setup_path,slowest_stage,"a21oi_2",
route,post_drt_via_cell_ratio,5.73,
place,io_buffers,22,
final_timing,number_of_pins_with_negative_max_slew_slack_in_the_final_report,0,
grt,number_of_antenna_violations_at_the_first_check_in_global_routing,0,
synthesis,total_cells_reported_by_yosys_after_synthesis,413,
route,finalWirelength,13400,um
## per-stage QoR
stage	hold WS [ns]	utilization (%)
global route	0.440	61.1
detailed placement	0.418	56.1
CTS	0.432	61.1
global placement	0.415	56.1
floorplan	0.412	-
finish	0.428	61.1
## path summary, 6_finish.rpt
path | from | to | slack [ns] | cells after the start
max | read_ptr[2] | read_data[6] | 0.98 | 8
min | write_ptr_gray_sync1[0] | write_ptr_gray_sync2[0] | 0.43 | 1
max reg2reg | read_ptr_gray_sync2[1] | write_ptr[1] | 2.70 | 5
min reg2reg | write_ptr_gray_sync1[0] | write_ptr_gray_sync2[0] | 0.43 | 1
max in group clk1 | read_ptr_gray_sync2[1] | write_ptr[1] | 2.70 | 5
max in group asynchronous | read_rst | read_ptr[1] | 3.76 | 1
min in group clk1 | read_ptr_gray_sync1[3] | read_ptr_gray_sync2[3] | 0.44 | 1
min in group asynchronous | write_rst | write_ptr[4] | 1.01 | 1
## layer usage
metal | wire, um | track usage, % | vias up
met1 | 5400 | 34.2 | 1777
li1 | - | - | 1700
met5 | 0 | 0 | -
met2 | 6450 | 36.4 | 150
met3 | 1270 | 11.8 | 24
met4 | 257 | 3.81 | 0
## registers in the layout (all words and copies together) (netlist names)
| name | count |
|---|---|
| fifo_mem | 128 |
| read_ptr | 5 |
| read_ptr_gray_sync1 | 5 |
| read_ptr_gray_sync2 | 5 |
| write_ptr | 5 |
| write_ptr_gray_sync1 | 5 |
| write_ptr_gray_sync2 | 5 |
## report_power, final
| group | total [mW] | switching (mW) | internal [mW] |
|---|---|---|---|
| clock | 1.24 | 0.452 | 0.789 |
| sequential | 1.62 | 0.110 | 1.51 |
| combinational | 1.32 | 0.716 | 0.607 |
## layout make-up
class / instances / area, um^2
well taps: 168 / 210
repair buffers: 45 / 393
clock inverters: 11 / 104
inverters: 14 / 52.6
multi-input cells: 219 / 1670
clock buffers: 22 / 508
fillers: 904 / 4730
flip-flops and latches: 158 / 4490
## cells by family after synthesis
group / count (synthesis) / share of synthesized area [%]
flip-flops: 158 / 71.2
AND-OR/OR-AND: 89 / 11.5
AND/OR/NAND/NOR: 89 / 7.79
buffers and inverters: 36 / 2.32
XOR/XNOR: 19 / 2.87
adder cells (fa/ha/maj): 18 / 3.57
multiplexers: 4 / 0.694
## layout by cell type, fill, tap and decap left out, types with 4 or more instances in the layout
| cell type | n |
|---|---|
| edfxtp_1 | 128 |
| a22o_1 | 25 |
| buf_4 | 23 |
| a22oi_1 | 22 |
| nand2_1 | 22 |
| clkdlybuf4s50_1 | 22 |
| and2_1 | 21 |
| clkbuf_16 | 20 |
| dfxtp_1 | 20 |
| ha_1 | 18 |
| a222oi_1 | 16 |
| nor3_1 | 16 |
| inv_1 | 14 |
| xnor2_1 | 11 |
| dfrtp_1 | 10 |
| xor2_1 | 7 |
| a21oi_1 | 6 |
| o21ai_0 | 5 |
| nor2_1 | 5 |
| clkinv_2 | 5 |
| nor2b_1 | 4 |
| nand3_1 | 4 |
| nand4_1 | 4 |
## cells in the mapped netlist (all sizes together), types with 3 or more instances
cell type | n | area [um^2]
a21oi | 7 | 38.8
a222oi | 16 | 160
a22o | 25 | 219
a22oi | 23 | 178
and2 | 21 | 131
buf | 4 | 26.3
clkbuf | 18 | 67.6
dfrtp | 10 | 250
dfxtp | 20 | 400
edfxtp | 128 | 3840
ha | 18 | 225
inv | 14 | 52.6
mux2 | 3 | 33.8
nand2 | 22 | 82.6
nand3 | 4 | 20.0
nand4 | 4 | 25.0
nor2 | 5 | 18.8
nor2b | 4 | 25.0
nor3 | 16 | 80.1
o2111ai | 3 | 26.3
o21ai | 6 | 33.8
or3 | 3 | 18.8
xnor2 | 11 | 96.3
xor2 | 7 | 61.3
Power and IR drop assume default switching activity.
