## design/flow/run.sh

```bash
#!/bin/bash
# OpenROAD 26Q1-2900-gdf79404cd8, Yosys 0.63+post, stock flow scripts
make -C /OpenROAD-flow-scripts/flow DESIGN_CONFIG=/design/flow/config.mk WORK_HOME=/design/flow/orfs finish
```

## design/flow/config.mk

```make
export PLATFORM = sky130hd
export DESIGN_NAME = synchronous_fifo
export DESIGN_NICKNAME = synchronous_fifo
export VERILOG_FILES = /design/flow/design.v
export SDC_FILE = /design/flow/constraint.sdc
export NUM_CORES = 4
export LEC_CHECK = 1
export CORE_UTILIZATION = 30
```

## design/flow/constraint.sdc

```tcl
current_design synchronous_fifo

set clk_period 3.8
set clk_io_pct 0.2

create_clock -name clk0 -period $clk_period [get_ports {clk}]

set non_clock_inputs [all_inputs -no_clocks]
set_input_delay [expr $clk_period * $clk_io_pct] -clock clk0 $non_clock_inputs
set_output_delay [expr $clk_period * $clk_io_pct] -clock clk0 [all_outputs]
```

## design/flow/design.v

```verilog
module synchronous_fifo(
    clk, reset, write_enable, read_enable, 
    write_data, read_data, fifo_full, fifo_empty
);
parameter addr_width = 4;
parameter data_width = 8;
parameter fifo_depth = 2**addr_width;
input clk, reset;
input write_enable, read_enable;
input [data_width-1:0] write_data;
output [data_width-1:0] read_data;
output fifo_full, fifo_empty;
reg [data_width-1:0] fifo_mem[fifo_depth-1:0];
reg [addr_width:0] write_ptr, read_ptr;
always @(posedge clk) begin
    if (reset) begin
        write_ptr <= 5'b00000;
        read_ptr <= 5'b00000;
    end else begin
        if (~fifo_full & write_enable) begin
            fifo_mem[write_ptr[addr_width-1:0]] <= write_data;
            write_ptr <= write_ptr + 1;
        end
        if (~fifo_empty & read_enable) begin
            read_ptr <= read_ptr + 1;
        end
    end
end
assign read_data = fifo_mem[read_ptr[addr_width-1:0]];
assign fifo_full = ((write_ptr[addr_width-1:0] == read_ptr[addr_width-1:0]) && 
                    (write_ptr[addr_width] ^ read_ptr[addr_width]));
assign fifo_empty = ((read_ptr[addr_width-1:0] == write_ptr[addr_width-1:0]) && 
                     (~(read_ptr[address_bus_length] ^ write_ptr[address_bus_length])));
endmodule
```

==> results.py <==
# Metrics from the implementation run
metrics = {
    "placement": {
        "dp_slack_ns": 0.841,
        "gp_congestion": 0.803,
        "dpl.hpwl_um": 7010,
        "placed_area_um2": 6160,
        "portBuffers": 21,
    },
    "power": {
        "ir_worst_vdd_mv": 0.293,
        "p_leak_nw": 2.07,
        "pwr_density_cell_nw_per_um2": 597,
        "power.switching_w": 0.000993,
        "p_int_w": 0.00297,
        "p_clk_frac": 0.343,
        "seq_power_share": 0.455,
        "p_sw_frac": 0.250,
        "p_comb_frac": 0.202,
    },
    "floorplan": {
        "ios": 22,
        "fp-row-count": 49,
        "core_area_um2": 18200,
        "die_w_um": 139,
        "fp-utilization": 0.311,
        "die_y_um": 139,
        "die_area_um2": 19400,
    },
    "yosys": {
        "ys_ff": 142,
        "async_flop_share": 0,
        "ff_type": "edfxtp_1",
        "ys_cells": 311,
        "synth_top_cell_by_area": "edfxtp_1",
        "synth-edff-count": 128,
        "synth.top_cell.area_share": 0.679,
        "ys_area_um2": 5660,
        "netlist_instances": 311,
        "synth_area_um2": 5660,
        "avgSynthCellArea_um2": 18.2,
        "common_cells": "edfxtp_1, mux4_2, nor2_1, nand2_1, a22oi_1",
        "yosysWarnings": 3,
        "yosys.cell_types.count": 36,
        "topCellsByArea": "edfxtp_1, mux4_2, dfxtp_1, a22oi_1, nor2_1",
        "synth_top_cell_by_count": "edfxtp_1",
        "ys_seq_share": 0.728,
    },
    "final_timing": {
        "drv_slew": 0,
        "timing.final.crit_share": 0.843,
        "finalHoldViolCount": 0,
        "fmax_mhz": 312,
        "slew_headroom": 0.388,
        "finClkSkew_ns": 0.00560,
        "fin_hold_ws_ns": 0.503,
        "worst_slack_ns": 0.598,
        "min_period_ns": 3.20,
        "rsz0062_at_grt": "false",
        "setup_viol": 0,
        "fin_setup_tns_ns": 0,
        "tightestPinTransition_ns": 0.912,
    },
    "drt": {
        "antennaDiodeCount": 0,
        "drc": 0,
        "drtIter0Drc": 223,
        "drt_first_pass_iters": 4,
        "vias_per_cell": 5.00,
        "drt_wl_total_um": 11200,
        "ant_nets": 0,
        "route.vias.total": 2925,
        "wl_per_cell_um": 19.1,
    },
    "final_layout": {
        "area_growth_pct": 17.4,
        "seq_area_um2": 4130,
        "fin_util": 0.365,
        "logic_area_um2": 1440,
        "drive_gt1_frac": 0.185,
        "fillers": 1606,
        "postLayoutCellArea_um2": 6650,
    },
    "cts": {
        "cts_max_level": 4,
        "clk_path_buf_depth": 2,
        "worstSkewPairLatency_ns": 0.41,
        "cts_setup_buffers": 0,
        "cts_resized": 0,
        "cts_tree": "yes",
        "numClockSinks": 142,
        "cts_made_buffers": 17,
        "clk_pin_slew_worst_paths_ns": 0.05,
        "cts_hold_buffers": 0,
        "root_buffer": "clkbuf_16",
    },
    "global_route": {
        "grt_pass1_vias": 3165,
        "antenna_found_initial": 0,
        "grtUsageTotal": 0.128,
        "grt_pass1_wl_um": 17400,
        "gr-total-overflow": 0,
        "grt_max_degree": 33,
    },
    "setup_path": {
        "critPathMaxFanout": 32,
        "cp_num_cells": 5,
        "cp_cell_sequence": "buf_12 > mux4_2 > a22oi_1 > nand2_1 > clkdlybuf4s50_1",
        "path_class": "reg2out",
        "crit_family": "buffers and inverters",
        "r2r_setup_slack_ns": 1.25,
        "crit_arrival_ns": 2.44,
        "crit_required_ns": 3.04,
        "worst-path-buf-inv": 2,
        "r2r_cells": 3,
        "slowest_delay_ns": 0.56,
        "end_kind": "output port",
        "slowest_stage": "mux4_2",
        "start_kind": "register",
    },
    "status": {
        "run_status": "complete, no violations",
    },
    "job": {
        "cap_violations": 0,
        "warnings": 28,
    },
    "hold_path": {
        "min_path_type": "reg2reg",
        "whs_path_depth": 2,
    },
}
[cell usage in the layout, fill, tap and decap left out, types with 4 or more instances in the layout]
cell type,synthesis,routed
clkdlybuf4s50_1,0,21
nor2_1,23,23
mux4_2,32,32
nor3_1,7,7
clkinv_1,0,9
dfxtp_1,14,13
inv_1,6,6
a22oi_1,16,16
nand4_1,4,4
edfxtp_1,128,128
buf_4,3,7
clkbuf_16,0,17
ha_1,5,5
nand2_1,19,19
xnor2_1,6,6
[cell type report]
type | count | area share
Sequential cell | 142 | 0.621
Clock buffer | 19 | 0.0651
Inverter | 6 | 0.00339
Clock inverter | 13 | 0.00847
Multi-Input combinational cell | 147 | 0.217
Tap cell | 229 | 0.0431
Timing Repair Buffer | 29 | 0.0425
[power by group through the flow]
stage / clock network (W) / registers (W) / logic, W
finish: 0.00136 / 0.00180 / 0.000802
global route: 0.00145 / 0.00181 / 0.000883
CTS: 0.00139 / 0.00180 / 0.000816
[layer usage]
layer  track usage  vias up  wire length (um)
met5             0        -                 0
met4        0.0181        0               159
met3         0.104       13              1680
met2         0.182      161              5050
met1         0.158     1427              4280
li1              -     1324                 -
[tightest hold or removal path: stages (launching register included)]
cell     delay (ns)
dfxtp_1        0.33
nand2_1        0.06
a31oi_1        0.06
[kinds of logic (layout without fill, tap and decap cells)]
group,after synthesis,in the layout,synth area share
adders and majority gates,5,5,0.0110
AOI/OAI and AO/OA,31,31,0.0402
DFF,142,142,0.728
and+or+nand+nor,69,69,0.0583
buffers and inverters,22,67,0.0172
muxes,35,35,0.133
xor gates and xnor gates,7,7,0.0122
[path summary, 6_finish.rpt]
check	start	to
hold reg to reg	write_ptr[4]	write_ptr[4]
setup / recovery	register	read_data[6]
hold / removal	write_ptr[4]	write_ptr[4]
setup reg to reg	read_ptr[4]	fifo_mem[4][4]
[stage by stage]
stage	cells	total power (W)
floorplan	311	0.00237
global placement	553	0.00264
detailed placement	553	0.00265
CTS	585	0.00401
global route	585	0.00414
finish	585	0.00397
[sequential cells by signal, indices dropped and copies added (netlist names), named ones only]
signal	count
write_ptr	5
read_ptr	5
fifo_mem	128
Power is estimated from default activity; no workload was simulated.
